==> design/flow/design.v <==
module Forwarding(
       input [15:0]  One, Two,
       input         One_A, One_B, Two_A, Two_B, MW_One, MW_Two,
       output        ForwardA, ForwardB, MW_Forward,
       output [15:0] DataA, DataB, MW_Forward_Data);
   wire [15:0] gnd, TwoAResult, TwoBResult, TwoMWResult;
   Multiplexer m1 (Two, gnd, Two_A, TwoAResult);
   Multiplexer m2 (Two, gnd, Two_B, TwoBResult);
   Multiplexer m3 (One, TwoAResult, One_A, DataA);
   Multiplexer m4 (One, TwoBResult, One_B, DataB);
   Multiplexer m5 (Two, gnd, MW_Two, TwoMWResult);
   Multiplexer m6 (One, TwoMWResult, MW_Two, MW_Forward_Data);
   assign gnd = 16'b0;
   assign ForwardA = One_A | Two_A;
   assign ForwardB = One_B | Two_B;
   assign MW_Forward = MW_One | MW_Two;
endmodule
module Multiplexer(A, B, Sw, Out);
   parameter n = 16;
   input [n-1:0] A;
   input [n-1:0] B;
   input         Sw;
   output [n-1:0] Out;
   assign Out = Sw ? A : B;
endmodule  
==> design/flow/run.sh <==
#!/bin/bash
# OpenROAD 26Q1-2900-gdf79404cd8, Yosys 0.63+post, stock flow scripts
make -C /OpenROAD-flow-scripts/flow DESIGN_CONFIG=/design/flow/config.mk WORK_HOME=/design/flow/orfs finish
==> design/flow/config.mk <==
export PLATFORM = sky130hd
export DESIGN_NAME = Forwarding
export DESIGN_NICKNAME = Forwarding
export VERILOG_FILES = /design/flow/design.v
export SDC_FILE = /design/flow/constraint.sdc
export NUM_CORES = 4
export LEC_CHECK = 1
export CORE_AREA = 10 10 70 70
export DIE_AREA = 0 0 80 80
==> design/flow/constraint.sdc <==
current_design Forwarding

set clk_period 1.6
set clk_io_pct 0.2

create_clock -name clk0 -period $clk_period

set non_clock_inputs [all_inputs -no_clocks]
set_input_delay [expr $clk_period * $clk_io_pct] -clock clk0 $non_clock_inputs
set_output_delay [expr $clk_period * $clk_io_pct] -clock clk0 [all_outputs]
==> flow_summary.yaml <==
# implementation run metrics
placement:
  port_buffers: 89
  place_area_um2: 1570
  dp.cells: 235
  dpl.hpwl_um: 2990
  finalWeightedCongestion: 0.721
  place_ws_ns: -0.456
die:
  die_w_um: 80
  die-area_um2: 6400
  num_io_pins: 89
  core_area_um2: 3420
  rows: 21
  die_h_um: 80
  initCoreUtil_pct: 16.4
logic_synthesis:
  syn_inst: 95
  yosysWarnings: 0
  synth.avg_cell_area_um2: 5.90
  synth_top_area_share_pct: 26.8
  postSynthSeqShare_pct: 0
  ys_types: 11
  netlist_area_um2: 561
  synth_top_cell_by_area: "a22o_2"
  area_leaders: "a22o_2, nand2_1, and2_1"
  yosys-stat-area_um2: 561
  ys_cells: 95
sta:
  slew_headroom_pct: 88.2
  fin_ws_ns: 0.0467
  fin_worst_hold_slack_ns: 1.00
  fin_crit_ns: 1.55
  rsz0062_at_grt: "false"
  final_hold_viol_count: 0
  tightest_slew_ns: 0.177
  timing.fmax_ghz: 0.644
  period_used_pct: 97.1
  setup_violations: 0
  finalMaxSlewViolations: 0
  tns_ns: 0
routing:
  wire_per_inst_um: 15.3
  via_count: 1020
  drc: 0
  avgViaCountPerCell: 4.20
  diodes: 0
  wl_um: 3720
  ant_nets: 0
  drt-initial-drc-count: 30
  dr.pass1.iters: 6
cells_and_area:
  layoutNonFillerInstCount: 243
  seqCellArea_um2: 0
  fin_area_um2: 1640
  flops: 0
  mi_logic_area_um2: 503
  fillers: 370
  nClkBuffers: 0
  drive_gt1_share_pct: 23.9
  syn_to_final_growth_pct: 192
  final_core_util_pct: 47.9
critical_path:
  crit_arrival_ns: 1.23
  worstSetupPathType: "input pin to output port"
  crit_family: "buffers and inverters"
  cpPeakStageDelay_ns: 0.23
  crit_buf_inv: 4
  crit_slowest_cell: "dlygate4sd2_1"
  crit_chain: "buf_2, nor2b_4, buf_6, buf_12, a22o_4, dlygate4sd2_1"
  path_max_fanout: 5
  end_kind: "output port"
  worst_ep_required_time_ns: 1.28
  startpoint_type: "input pin"
global_route:
  grt_pass1_wl_um: 5460
  track_usage_pct: 10.4
  grt_max_degree: 15
  grt_pass1_vias: 1044
  grt-ovfl-total: 0
  antenna_found_initial: 0
pwr:
  max-vdd-ir-drop_mv: 0.114
  power_mw: 0.393
  powerDensity_nw_per_um2: 240
  leakagePower_nw: 0.796
worst_hold_path:
  hold_class: "input pin to output port"
run:
  log.warning_count: 32
  maxCapViolations: 0
run_status:
  status: "complete, no violations"
## cells in the mapped netlist
cell type,instances
or2_2,3
o21ai_0,17
clkbuf_8,1
and2_1,16
clkbuf_1,3
buf_2,2
nor2b_4,1
buf_4,1
a22o_2,15
nand2_1,34
buf_6,2
## report_power, final
part / internal (mW) / total [mW] / switching, mW / leakage [nW]
sequential: 0 / 0 / 0 / 0
combinational: 0.269 / 0.393 / 0.124 / 0.796
clock: 0 / 0 / 0 / 0
total: 0.269 / 0.393 / 0.124 / 0.796
## cell usage in the layout, fill, tap and decap left out, drive strengths merged
master | synthesis | layout
dlygate4sd2 | 0 | 41
nand2 | 34 | 34
clkdlybuf4s50 | 0 | 30
buf | 5 | 28
o21ai | 17 | 17
and2 | 16 | 16
a22o | 15 | 15
clkdlybuf4s15 | 0 | 10
or2 | 3 | 3
dlymetal6s2s | 0 | 2
nor2b | 1 | 1
## cell families after synthesis
group,Yosys count,share of synthesized area [%]
simple gates,54,46.4
compound gates,32,42.0
buf+inv,9,11.6
## cell type report
cell class / count / area share [%]
tap: 46 / 3.52
multi-input combinational: 86 / 30.8
timing repair buffer: 111 / 65.7
## what timing repair did
| action | in CTS | in global routing |
|---|---|---|
| hold buffers | 0 | 0 |
| gates cloned | 2 | 1 |
| endpoints found under the setup margin | 51 | 13 |
| buffers inserted | 5 | 0 |
| gates resized | 100 | 7 |
## worst min-delay path: stages
cell	delay (ns)
buf_2	0.09
buf_4	0.10
or2_2	0.09
dlymetal6s2s_1	0.09
## per-layer routing
layer	part of all wire (%)	track usage [%]	vias up
met5	0	0	-
met4	0	0	0
met3	11	4.43	0
met2	50	17.7	40
met1	39	12.5	445
li1	-	-	535
## path summary, 6_finish.rpt
| kind | cells past startpoint | slack (ns) | start | to |
|---|---|---|---|---|
| max | 6 | 0.05 | Two_B | DataB[5] |
| min | 4 | 1.0 | Two_B | ForwardB |
Power and IR drop assume default switching activity.
