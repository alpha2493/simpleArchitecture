==> ./design.v <==
module Register (
   input         clock, write, reset,
   input [2:0]   address1, address2, writeAddress,
   input [15:0]  writeData,
   output [15:0] data1, data2);
   reg [15:0]    register [0:7];
   integer       i;
   initial begin
      for (i = 0; i < 8 ; i = i + 1)
        register[i] = 16'b0;
   end
   always @ (posedge clock) begin
      if (reset)
        for (i = 0; i < 8 ; i = i + 1)
          register[i] = 16'b0;
      if (write)
        register[writeAddress] = writeData;
   end
   assign data1 = register[address1];
   assign data2 = register[address2];
endmodule
==> ./run.sh <==
#!/bin/bash
# OpenROAD 26Q1-2900-gdf79404cd8, Yosys 0.63+post, stock flow scripts
make -C /OpenROAD-flow-scripts/flow DESIGN_CONFIG=/design/flow/config.mk WORK_HOME=/design/flow/orfs finish
==> ./config.mk <==
export PLATFORM = sky130hd
export DESIGN_NAME = Register
export DESIGN_NICKNAME = Register
export VERILOG_FILES = /design/flow/design.v
export SDC_FILE = /design/flow/constraint.sdc
export NUM_CORES = 4
export LEC_CHECK = 1
export CORE_UTILIZATION = 40
==> ./constraint.sdc <==
current_design Register

set clk_period 3.7
set clk_io_pct 0.2

create_clock -name clk0 -period $clk_period [get_ports {clock}]

set non_clock_inputs [all_inputs -no_clocks]
set_input_delay [expr $clk_period * $clk_io_pct] -clock clk0 $non_clock_inputs
set_output_delay [expr $clk_period * $clk_io_pct] -clock clk0 [all_outputs]
==> results.toml <==
# synthesis and place-and-route metrics
[global_route]
grt_max_degree = 33
antenna_found_initial = 0
grt_overflow = 0
grt_pass1_wl_um = 23700
grt_pass1_vias = 4104
grt_usage = 0.204

[clock_network]
cts-resized-gates = 0
postCtsSetupBuffers = 0
htree_levels = 4
cts_tree = "yes"
clk_pin_slew_ns = 0.05
cts_root_buffer = "clkbuf_16"
ctsHoldBuffers = 0
clock-sinks = 128
cts-buffers-inserted = 17
clock_path_buffers = 2

[yosys]
ys_types = 14
top_cell_area_share = 0.552
yosysTopAreaCell = "edfxtp_1"
syn-instance-count = 394
ys_cells = 394
syn_area_sq_mm = 0.00696
top_cells_by_count = "and2_1 (128), edfxtp_1 (128), mux4_1 (56), mux2_2 (32), clkbuf_1 (9)"
async_reset_ff_frac = 0
syn_avg_cell_area_sq_um = 17.7
ys.flops = 128
ys.flop_type = "edfxtp_1"
ys_chip_area_sq_mm = 0.00696
yosys_warnings = 1
edf_count = 128
top_cells_by_area = "edfxtp_1 (55%), mux4_1 (21%), and2_1 (12%)"
ys_seq_share = 0.552

[timing]
fin_crit_sh = 0.885
post-route-min-period_ns = 3.27
rsz0062_at_grt = "no"
worstMarginPinSlew_ns = 0.621
slew_headroom = 0.586
setup-tns-final_ns = 0
max_freq_mhz = 305
finalHoldViolCount = 0
setup_viol = 0
slew_violations = 0

[finish]
seq_area_sq_mm = 0.00384
mi_logic_area_sq_mm = 0.00295
syn2layout_area_growth_pct = 19.8
num-fill-cells = 1369
drive_above_1_share = 0.186
instances_no_fill = 692
largest_reg_flops = 128

[placement]
portBuffers = 59
hpwlAfterDp_um = 8800
placed_cells = 660
place.gp.congestion = 0.766

[critical_path]
required_ns = 2.96
worstSetupStartpointType = "primary input"
cp_common_cell = "clkdlybuf4s50_1"
crit_arrival_ns = 2.53
end_kind = "output port"
startpoint = "address1[2]"
path_max_fanout = 32
path_cells = "clkdlybuf4s50_1 -> buf_12 -> mux4_2 -> mux2_2 -> clkdlybuf4s50_1"
setup.worst_path.class = "in -> out"
slowest_delay_ns = 0.51
slowest_stage = "clkdlybuf4s50_1"

[min_path]
holdPathStages = 2
hold_path_class = "in -> reg"
hold_start = "writeData[0]"

[status]
status = "finished, final reports clean"

[run]
openroad.warnings = 25
max_cap_violations = 0

[floorplan]
die_h_um = 134
die_area_sq_mm = 0.0179
ios = 60
die_w_um = 134
initial_core_util = 0.415
rows = 47
core_sq_mm = 0.0168

[power_and_ir_drop]
power.leakage_nw = 3.04
p_per_area_mw_per_mm2 = 447
ir_worst_vdd_v = 0.000317

[drt]
route.detailed.drc = 0
diodes = 0
wire_per_inst_um = 22.9
vias = 3794
totalWireLength_um = 15900
ant_nets = 0
first_pass_iters = 4
viasPerCell = 5.48
drt_iter0_drc = 187
==> power breakdown <==
part	internal (mW)	switching [mW]	total (mW)	leakage, nW
registers	1.70	0.0381	1.74	1.24
logic	0.294	0.184	0.477	1.54
clock network	0.969	0.541	1.51	0.261
==> layer usage <==
metal	vias up	routed length [um]	track usage
met5	-	0	0.0278
met4	0	202	0.0208
met3	18	2030	0.125
met2	214	7660	0.311
met1	1826	5970	0.273
li1	1736	-	-
==> metrics by stage <==
| stage | worst slack [ns] | total power [mW] | cell area [sq um] | util | hold WS, ns |
|---|---|---|---|---|---|
| 6_report | 0.425 | 3.73 | 8340 | 0.497 | 1.14 |
| 5_1_grt | 0.332 | 3.87 | 8340 | 0.497 | 1.18 |
| 4_1_cts | 0.412 | 3.76 | 8340 | 0.497 | 1.13 |
| 3_5_place_dp | 0.422 | 2.26 | 7800 | 0.465 | 1.57 |
| 3_3_place_gp | 0.415 | 2.25 | 7800 | 0.465 | 1.55 |
| 2_1_floorplan | 1.20 | 2.01 | 6960 | - | 0.938 |
==> worst max-delay path: cells and delay by family <==
kind / cells / cell delay (ns)
buffers and inverters: 3 / 1.14
multiplexers: 2 / 0.63
==> final cells by class <==
cell class,instances,share of cell area
Sequential cell,128,0.461
Multi-Input combinational cell,240,0.354
Timing Repair Buffer,72,0.0873
Clock buffer,21,0.0528
Tap cell,220,0.0330
Clock inverter,11,0.0116
==> worst paths after layout <==
kind,to
max,data1[15]
min,register[0][0]
==> cell usage in the layout (no fill, tap or decap) <==
cell type        synthesis  routed
and2_1                 128     128
or2_2                    8       8
and4bb_2                 3       3
mux4_1                  56      56
clkinv_2                 0       2
mux4_2                   8       8
buf_4                    0       9
and4_1                   1       1
mux2_2                  32      32
clkdlybuf4s50_1          0      57
clkbuf_16                0      17
buf_2                    0       2
clkinv_1                 0       7
clkbuf_1                 9       4
bufinv_16                0       2
buf_12                   0       4
edfxtp_1               128     128
nor4b_2                  1       1
and4b_1                  3       3
==> logic make-up (layout without fill, tap and decap cells) <==
family                 count (synthesis)  in the layout  synth area share
buffers and inverters                 26            104            0.0230
flip-flops                           128            128             0.552
multiplexers                          96             96             0.289
AND/OR/NAND/NOR                      144            144             0.135
Power and IR drop assume default switching activity.
