===== flow/constraint.sdc =====
current_design TestRegister

set clk_period 4.9
set clk_io_pct 0.2

create_clock -name clk0 -period $clk_period [get_ports {clock}]

set non_clock_inputs [all_inputs -no_clocks]
set_input_delay [expr $clk_period * $clk_io_pct] -clock clk0 $non_clock_inputs
set_output_delay [expr $clk_period * $clk_io_pct] -clock clk0 [all_outputs]

===== flow/design.v =====
module TestRegister (
   input         clock, write, reset,
   input [2:0]   address1, address2, writeAddress,
   input [15:0]  writeData,
   output [15:0] data1, data2, DataA, DataB, DataC, DataD);
   reg [15:0]    register [0:7];
   integer       i;
   parameter A = 3'b000;
   parameter B = 3'b001;
   parameter C = 3'b010;
   parameter D = 3'b011;
   initial begin
      for (i = 0; i < 8 ; i = i + 1)
        register[i] = 16'b0;
   end
   always @ (posedge clock) begin
      if (reset)
        for (i = 0; i < 8 ; i = i + 1)
          register[i] = 16'b0;
      if (write)
        register[writeAddress] = writeData;
   end
   assign data1 = register[address1];
   assign data2 = register[address2];
   assign DataA = register[A];
   assign DataB = register[B];
   assign DataC = register[C];
   assign DataD = register[D];
endmodule  

===== flow/run.sh =====
#!/bin/bash
# OpenROAD 26Q1-2900-gdf79404cd8, Yosys 0.63+post, stock flow scripts
make -C /OpenROAD-flow-scripts/flow DESIGN_CONFIG=/design/flow/config.mk WORK_HOME=/design/flow/orfs finish

===== flow/config.mk =====
export PLATFORM = sky130hd
export DESIGN_NAME = TestRegister
export DESIGN_NICKNAME = TestRegister
export VERILOG_FILES = /design/flow/design.v
export SDC_FILE = /design/flow/constraint.sdc
export NUM_CORES = 4
export LEC_CHECK = 1
export CORE_UTILIZATION = 30

==> notes.md <==
* 0.00328 uW — leakage power summed over all cells
* 3 — number of buffers and inverters on the critical path
* 27,600 um — wire length of the first global-routing pass
* 33 — pin count of the biggest net entering global routing
* 0.894 ns — transition at the pin with the smallest max-transition slack
* input port — startpoint class of the critical path
* 128 — clock sink count
* 2410 uW — Int Pwr
* 0 — remaining global-route overflow
* 128 — Post-synth regs
* 4,449 — vias in the first global route
* 3.92 ns — Worst EP required
* 124 — count of boundary I/O pins
* 55.2% — register share after synthesis
* 0.06 ns — post-CTS clock slew at the launch and capture registers of the worst setup and hold paths
* 154 um — horizontal die dimension
* 23,800 um^2 — area of the die
* 0 — drt drc
* clkdlybuf4s50_1 — Critical Path Most Common Cell
* 6960 um^2 — synthesized cell area
* 128 — max FFs per register
* 2.98 ns — data arrival time at the worst-slack endpoint
* 0.945 ns — final worst setup slack
* 123 — count of input and output buffers
* finished, final reports clean — run status
* 154 um — Die Y-Extent
* clkbuf_16 — root buffer cell
* 2,040 — number of filler cells placed in the layout
* 17.7 um^2 — mean instance size in the synthesized netlist
* 30.6% — initial core utilization
* clkdlybuf4s50_1, buf_4, mux4_1, mux2_2, clkdlybuf4s50_1 — cell-by-cell listing of the critical path
* 631 uW — switching power
* 15 — distinct cell type count after synthesis
* 4 — CTS H-tree lvls
* 25 — tally of OpenROAD warnings
* clkdlybuf4s50_1 — critical path's slowest cell
* 0 — final count of hold timing violations
* in2out — Setup Crit Path Kind
* 3.96 ns — shortest clock period the worst path allows after layout
* 80.7% — portion of the clock cycle consumed by the worst path in the final layout
* 0 — number of antenna violations at the first check in global routing
* 394 — number of cells in the yosys synthesis report
* 55 — Std-Cell Rows
* 18,800 um — detailed-route wire length
* 6960 um^2 — YS chip area
* 22,700 um^2 — Core Area
* 2960 um^2 — area used by multi-input combinational logic
* 17 — TritonCTS Buffers
* yes — clock tree from TritonCTS
* 3840 um^2 — sequential standard cell area
* 0.930 ns — worst slack at placement
* 204 — Starting DRT DRC Count
* 20.8% — fraction of power spent switching nets
* 23.0 um — routed length per placed instance
* 44.1% — sequential share of power
* 1 — count of warnings emitted by yosys
* 30.4% — growth of design area from synthesis to finish
* 0 — setup-violating endpoint count in the final report
* 12,300 um — HPWL reported at the end of detailed placement
* 0 — total of max-cap violations
* 0 — antenna diode count
* 0 — Resize count post-CTS
* 0 — quantity of hold-fixing buffers added after cts
* 32 — crit path max fanout
* 0 — number of nets with antenna violations after routing
* 0 ns — Fin Setup TNS
* 394 — number of cells produced by synthesis
* 253 MHz — upper clock frequency limit
* 0.783 — final RePlAce weighted congestion
* 335 nW/um^2 — pwr/cell area
* in2reg — HP Class
* 0.000254 V — worst vdd ir
* false — setup repair after global routing missed its margin
* 17.0% — Overall Global Routing Usage
* output pin — Worst setup EP type
* 5.05 — Via-to-Cell Ratio
* 42.1% — share of power burned in the clock network
* 4,117 — routed via count
* buffers and inverters — kind of cell adding the most delay to the critical path
* 0 — number of buffers inserted by post-CTS setup repair
* 40.3% — relative slew slack
* 6 — TritonRoute pass-1 iters
* 0.49 ns — peak per-stage delay on the critical path
* 13.8% — power share of the combinational group
* 2 — largest buffer count on any clock path
* 0 — final slew viol count
* 16.4% — share of cells above drive strength 1
-- metal layers --
metal  up-vias  track usage [%]  wire (um)
met2       184             28.9       9780
met5         -            0.828          0
met3         9             8.08       1870
met4         0             1.60        181
li1       1850                -          -
met1      2074             20.9       6960
-- final cells by class --
type                    count  area share [%]
well taps                 285            3.93
multi-input cells         240            32.7
repair buffers            131            14.4
clock buffers              20            4.81
clock inverters            12            1.83
flip-flops and latches    128            42.4
-- kinds of logic after synthesis --
| logic type | after synthesis | share of synthesized area [%] |
|---|---|---|
| flops | 128 | 55.2 |
| simple gates | 144 | 13.5 |
| buf+inv | 26 | 2.30 |
| mux | 96 | 28.9 |
-- per-stage QoR --
| step | instances | utilization, % | hold WS [ns] | cell area [um^2] | total power (uW) |
|---|---|---|---|---|---|
| finish | 816 | 40.0 | 1.39 | 9070 | 3040 |
| global route | 816 | 40.0 | 1.42 | 9070 | 3150 |
| CTS | 816 | 40.0 | 1.39 | 9070 | 3070 |
| detailed placement | 784 | 37.3 | 1.79 | 8470 | 1790 |
| global placement | 784 | 37.3 | 1.78 | 8470 | 1780 |
| floorplan | 394 | - | 1.18 | 6960 | 1520 |
-- Yosys cell counts --
master	instances	area, um^2
nor4b_2	1	15.0
buf_1	7	26.3
edfxtp_1	128	3840
clkbuf_2	2	10.0
mux4_2	8	180
and4bb_2	2	25.0
and2_1	128	801
and4_1	1	8.76
or2_2	8	50.1
clkbuf_1	9	33.8
and4b_1	3	30.0
and4bb_1	1	12.5
buf_6	8	90.1
mux2_2	32	360
mux4_1	56	1470
-- cell usage in the layout, fill, tap and decap left out --
cell type,count
and2_1,128
buf_12,2
bufinv_16,4
buf_2,2
buf_4,6
and4_1,1
mux4_1,56
or2_2,8
and4bb_1,1
and4bb_2,2
clkbuf_1,3
clkdlybuf4s50_1,121
clkinv_1,3
mux4_2,8
edfxtp_1,128
nor4b_4,1
mux2_2,32
clkinv_2,1
clkbuf_16,17
clkinvlp_4,4
and4b_1,3
-- final timing paths --
kind / start / end / slack, ns / cells past startpoint
worst max-delay path: address1[2] / data1[14] / 0.94 / 5
worst min-delay path: writeData[11] / register[0][11] / 1.39 / 2
-- power by group through the flow --
stage         sequential [uW]  combinational, uW  clock [uW]
global route             1350                451        1340
finish                   1340                420        1280
CTS                      1340                429        1300
No activity file was given, so power comes from the tool's default toggle rates.
